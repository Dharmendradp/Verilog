File: flow/run.sh
#!/bin/bash
# OpenROAD 26Q1-2900-gdf79404cd8, Yosys 0.63+post, stock flow scripts
make -C /OpenROAD-flow-scripts/flow DESIGN_CONFIG=/design/flow/config.mk WORK_HOME=/design/flow/orfs finish
File: flow/config.mk
export PLATFORM = sky130hd
export DESIGN_NAME = up_counter
export DESIGN_NICKNAME = up_counter
export VERILOG_FILES = /design/flow/design.v
export SDC_FILE = /design/flow/constraint.sdc
export NUM_CORES = 4
export LEC_CHECK = 1
export CORE_AREA = 10 10 70 70
export DIE_AREA = 0 0 80 80
File: flow/constraint.sdc
current_design up_counter

set clk_period 1.1
set clk_io_pct 0.2

create_clock -name clk0 -period $clk_period [get_ports {clk}]

set non_clock_inputs [all_inputs -no_clocks]
set_input_delay [expr $clk_period * $clk_io_pct] -clock clk0 $non_clock_inputs
set_output_delay [expr $clk_period * $clk_io_pct] -clock clk0 [all_outputs]
File: flow/design.v
module up_counter(input clk, reset, output [3:0]counter);
reg [3:0]counter_up;
always @(posedge clk or posedge reset)
begin
if(reset)
 counter_up <= 4'd0;
else
 counter_up <= counter_up + 4'd1;
end 
assign counter = counter_up;
endmodule
==> impl_metrics.py <==
# Metrics from the implementation run
metrics = {
    "pwr": {
        "ir_worst_vdd_mv": 0.149,
        "total_power_w": 0.000334,
        "p_switching_w": 0.0000612,
        "clkPwrFrac": 0.539,
        "p_per_area_nw_per_um2": 1090,
        "p_leak_nw": 0.156,
        "power_frac_seq": 0.442,
        "switching_share": 0.183,
        "p_int_w": 0.000273,
        "p_comb_frac": 0.019,
    },
    "synth": {
        "synth_area_um2": 143,
        "ys_seq_frac": 0.702,
        "ys_chip_area_um2": 143,
        "yosysWarnings": 1,
        "syn-instance-count": 10,
        "ys.flops": 4,
        "yosys_cells": 10,
        "synth_area_per_cell_um2": 14.3,
        "synth.distinct_cells": 6,
    },
    "sta": {
        "period_needed_ns": 1.06,
        "fmax_mhz": 946,
        "worst_slew_pin_slew_ns": 0.144,
        "finalMaxSlewViolations": 0,
        "slew-limit-headroom": 0.904,
        "setup_violations": 0,
        "period_used_share": 0.961,
        "setup_ws_ns": 0.0434,
        "hold_viol_final": 0,
        "rsz0062_at_grt": "no",
        "finalClockSkew_ns": 0.00201,
    },
    "cells_and_area": {
        "layout.cells.most_common": "buf_4",
        "final_cell_count_no_fill": 69,
        "flop_area_um2": 100,
        "nFillCells": 403,
        "syn_to_final_growth_pct": 116,
        "logic_area_um2": 35.0,
        "largest_reg_flops": 4,
        "largest-register": "counter_up",
        "drive_above_1_share": 0.348,
        "lay_top_cells": "5 x buf_4, 4 x dfrtp_1, 3 x clkbuf_4",
        "fin_util": 0.0901,
        "largest_registers": "counter_up (4)",
    },
    "placed_design": {
        "io_buffers": 5,
        "place_ws_ns": -0.0134,
        "placed_cells": 63,
        "routabilityCongestion": 0.654,
    },
    "worst_setup_path": {
        "cpPeakStageDelay_ns": 0.37,
        "cp_cell_sequence": "dlygate4sd2_1",
        "cp-end-kind": "primary output",
        "cp.required_ns": 0.88,
        "critPathLaunchType": "register",
        "critPathMaxFanout": 2,
        "critical_path.top_delay_family": "flip-flops",
        "cp.arrival_ns": 0.84,
        "crit_type": "register to primary output",
        "crit_path_top_delay_cell": "dfrtp_1",
        "worstPathBufferInverterCount": 1,
    },
    "global_route": {
        "top_usage_layer": "met3",
        "grt_pass1_vias": 142,
        "track_usage": 0.0146,
        "grt_antenna_before_repair": 0,
        "grt_use_met3": 0.0295,
        "overflow": 0,
        "grtUsageMet1": 0.0134,
        "grt_max_degree": 5,
        "grtUsageMet2": 0.0104,
        "grt_pass1_wl_um": 641,
    },
    "clock_network": {
        "clk_latency_ns": 0.23,
        "htreeDepth": 1,
        "clockRootBuffer": "clkbuf_4",
        "path_clk_slew_ns": 0.04,
        "cts_tree": "done",
        "numCtsBuffers": 3,
        "cts_hold_buf": 0,
        "cts_max_path_buffers": 2,
        "clkSinkCount": 4,
    },
    "flow_run": {
        "drv_cap": 0,
        "warnings": 25,
    },
    "routing": {
        "drt_iter0_markers": 6,
        "diodes": 0,
        "viasPerCell": 1.72,
        "antenna_left": 0,
        "vias": 119,
        "avgRoutedWirePerCell_um": 6.10,
        "wirelength_um": 421,
        "drc": 0,
        "dr.pass1.iters": 2,
    },
    "floorplan": {
        "die_h_um": 80,
        "rows": 21,
        "io_pins": 6,
        "die_area_um2": 6400,
        "core_um2": 3420,
        "die_x_um": 80,
        "fp_util": 0.0418,
    },
    "run_status": {
        "outcome": "complete, no violations",
    },
    "worst_hold_path": {
        "hp-class": "input port to asynchronous set/reset pin",
    },
}
-- final timing paths --
| path | cells past startpoint | to | startpoint | slack [ns] |
|---|---|---|---|---|
| min | 2 | counter_up[3]$_DFF_PP0_ | reset | 0.17 |
| max | 1 | counter[2] | counter_up[2]$_DFF_PP0_ | 0.04 |
| min in group clk0 | 2 | counter_up[0]$_DFF_PP0_ | counter_up[0]$_DFF_PP0_ | 0.54 |
| max reg2reg | 3 | counter_up[2]$_DFF_PP0_ | counter_up[0]$_DFF_PP0_ | 0.12 |
| max in group asynchronous | 2 | counter_up[0]$_DFF_PP0_ | reset | 0.78 |
| min reg2reg | 2 | counter_up[0]$_DFF_PP0_ | counter_up[0]$_DFF_PP0_ | 0.54 |
-- metrics by stage --
| step | cell area, um^2 | hold slack, ns | setup TNS [ns] |
|---|---|---|---|
| floorplan | 143 | -0.0139 | 0 |
| global route | 308 | 0.186 | 0 |
| global placement | 265 | 0.416 | -0.00715 |
| detailed placement | 265 | 0.411 | -0.0134 |
| finish | 308 | 0.171 | 0 |
| CTS | 300 | 0.165 | 0 |
-- final cells by class --
class                           instances  share of cell area
Multi-Input combinational cell          4               0.114
Timing Repair Buffer                   10               0.276
Inverter                                2              0.0244
Clock buffer                            3              0.0732
Sequential cell                         4               0.325
Tap cell                               46               0.187
-- power groups by stage --
stage	Clock, W	Combinational, W	Sequential [W]
after CTS	0.000191	0.00000642	0.000148
after global routing	0.000202	0.00000728	0.000148
final	0.000180	0.00000627	0.000148
-- kinds of logic (layout without fill, tap and decap cells) --
logic type | after synthesis | in the layout | synth area share
xor+xnor | 2 | 2 | 0.123
fa+ha+maj | 1 | 1 | 0.0877
flops | 4 | 4 | 0.702
buf+inv | 2 | 15 | 0.0527
simple gates | 1 | 1 | 0.0351
-- synth_stat cells --
| cell | count | area (um^2) |
|---|---|---|
| dfrtp_1 | 4 | 100 |
| xnor2_1 | 1 | 8.76 |
| ha_1 | 1 | 12.5 |
| inv_1 | 2 | 7.51 |
| xor2_1 | 1 | 8.76 |
| nand3_1 | 1 | 5.00 |
-- per-layer routing --
metal  part of all wire  up-vias  routed length, um
li1                   -       57                  -
met5                  0        -                  0
met4                  0        0                  0
met2               0.26        8                108
met3               0.33        0                137
met1               0.42       54                175
-- timing repair --
item,in CTS,in global routing
setup endpoints to repair,4,1
endpoints found under the hold margin,0,0
setup buffers,2,1
gates resized,6,0
No activity file was given, so power comes from the tool's default toggle rates.
