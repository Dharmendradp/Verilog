## design/flow/config.mk

```make
export PLATFORM = sky130hd
export DESIGN_NAME = upordown_counter
export DESIGN_NICKNAME = upordown_counter
export VERILOG_FILES = /design/flow/design.v
export SDC_FILE = /design/flow/constraint.sdc
export NUM_CORES = 4
export LEC_CHECK = 1
export CORE_AREA = 10 10 70 70
export DIE_AREA = 0 0 80 80
```

## design/flow/constraint.sdc

```tcl
current_design upordown_counter

set clk_period 1.5
set clk_io_pct 0.2

create_clock -name clk0 -period $clk_period [get_ports {Clk}]

set non_clock_inputs [all_inputs -no_clocks]
set_input_delay [expr $clk_period * $clk_io_pct] -clock clk0 $non_clock_inputs
set_output_delay [expr $clk_period * $clk_io_pct] -clock clk0 [all_outputs]
```

## design/flow/design.v

```verilog
module upordown_counter(
    Clk,
    reset,
    UpOrDown,   
    Count
    );
    input Clk,reset,UpOrDown;
    output [3 : 0] Count;
    reg [3 : 0] Count = 0;  
     always @(posedge(Clk) or posedge(reset))
     begin
        if(reset == 1) 
            Count <= 0;
        else    
            if(UpOrDown == 1)    
                if(Count == 15)
                    Count <= 0;
                else
                    Count <= Count + 1;  
            else   
                if(Count == 0)
                    Count <= 15;
                else
                    Count <= Count - 1;  
     end    
initial
$monitor ("output counting = %b",Count);   
endmodule
```

## design/flow/run.sh

```bash
#!/bin/bash
# OpenROAD 26Q1-2900-gdf79404cd8, Yosys 0.63+post, stock flow scripts
make -C /OpenROAD-flow-scripts/flow DESIGN_CONFIG=/design/flow/config.mk WORK_HOME=/design/flow/orfs finish
```

==> flow_summary.ini <==
; implementation run metrics
[cts]
clk_path_buf_depth = 2
clk_pin_slew_ns = 0.04
ctsHoldBuffers = 0
cts_root_buf = clkbuf_4
h-tree-depth = 1
cts_tree = yes
cts_num_sinks = 4
worstSkewPairLatency_ns = 0.24
numCtsBuffers = 3

[grt]
gr-total-overflow = 0
grt_use_total_pct = 2.25
grt_pass1_vias = 224
grt_max_degree = 8
antenna_found_initial = 0
grt_first_pass_wirelength_um = 1090

[final_timing]
slew_violations = 0
fmax_mhz = 691
worst_slew_pin_slew_ns = 0.270
setup_viol = 0
period_used_pct = 96.5
rsz0062_at_grt = false
skew_ns = 0.00238
slew_headroom_pct = 82.0
finalHoldViolCount = 0
period_minus_slack_ns = 1.45
tns_ns = 0

[logic_synthesis]
ys_cells = 22
synth-simple-area-share_pct = 7.91
synthAoiAreaFrac_pct = 14.7
synth_warnings = 2
synthMuxAreaShare_pct = 4.52
synth_cell_types = 14
synth-xor-area-share_pct = 7.91
ys.flops = 4
topCombFamilyByArea = AND-OR/OR-AND gates
fa_ha_area_share_pct = 11.3
syn_avg_cell_area_um2 = 10.1
yosys.stat.chipArea_um2 = 221
ys_seq_share_pct = 45.2
synth_cells = 22
synth.cell_area_um2 = 221

[detailed_routing]
vias_per_cell = 2.51
wl_met1_um = 324
totalWireLength_um = 631
first_pass_iters = 2
n_antenna_cell = 0
wl_met3_um = 116
post_drt_wl_per_cell_um = 7.89
wl_met2_um = 189
drcViolationCount = 0
top_layer_used = met3
ant_nets = 0
vias = 201
initialDrtViolationCount = 7

[outcome]
outcome = finished clean

[critical_path]
crit_type = reg -> out
cp_num_buf_inv = 1
cp-end-kind = output pin
critPathLaunch = Count[2]
required_ns = 1.20
cp_max_fo = 5
r2r-start = Count[0]
path_cells = clkdlybuf4s50_1
critPathSlowestCell = clkdlybuf4s50_1
cp_top_family = buffers and inverters
slowest_delay_ns = 0.50
cp-start-kind = flip-flop
cp_data_arrival_time_ns = 1.15

[power]
seqPwrFrac_pct = 34.0
switching_share_pct = 32.1
p_leak_uw = 0.000153
clkPwrFrac_pct = 23.3
p_int_uw = 404
total_power_uw = 595
pwr-share-comb_pct = 42.7
cellPowerDensity_nw_per_um2 = 1540
ir_worst_vdd_mv = 0.566
p_switching_uw = 191

[cells_and_area]
lay_top_cells = 6 x clkdlybuf4s50_1, 4 x inv_1, 3 x clkbuf_4, 3 x buf_4
area_growth_pct = 74.6
post_route_cells_drive_above_1_share_pct = 26.5
lay_top_count = clkdlybuf4s50_1
largest_reg_flops = 4
top_regs = Count x4
stdcell_count = 80
largest-register = Count

[min_path]
min_path_type = in -> async

[floorplan]
fp_util_pct = 6.48
die_w_um = 80
dieArea_um2 = 6400
die_h_um = 80
ios = 7
rows = 21
core_area_um2 = 3420

[placement]
placedCellCount = 74
dpl.hpwl_um = 448
portBuffers = 6
place_congestion = 0.680

[flow_run]
maxCapViolations = 0
warning_count = 26
## metrics by stage
stage          util [%]  worst slack (ns)  hold WS [ns]  instance area [um2]
4_1_cts            10.9            0.0359         0.243                  372
2_1_floorplan         -             0.285        0.0661                  221
6_report           11.3            0.0526         0.246                  387
3_3_place_gp       9.93             0.169         0.497                  339
5_1_grt            11.3           0.00362         0.240                  387
3_5_place_dp       9.93             0.157         0.500                  339
## power by group through the flow
stage	clock network (uW)	registers [uW]	logic, uW
4_1_cts	146	201	256
5_1_grt	162	211	288
6_report	138	202	254
## layout make-up
type	instances	area, um2
fill	411	3030
clock buffer	3	22.5
inverter	5	18.8
timing repair buffer	9	82.6
sequential	4	103
multi-input combinational	13	103
tap	46	57.6
## metal layers
layer | vias up | GRT usage, %
li1 | 100 | -
met1 | 91 | 3.14
met3 | 0 | 2.73
met5 | - | 0
met4 | 0 | 0.176
met2 | 10 | 2.01
## synthesized netlist by cell type
master    number  area (um2)
inv_1          4        15.0
o21bai_1       1        7.51
a31oi_1        1        6.26
a221oi_1       1        8.76
mux2i_1        1        10.0
dfrtp_1        4         100
inv_2          1        3.75
a21oi_1        1        5.00
or3_1          1        6.26
or4_1          1        7.51
nor2_1         1        3.75
ha_1           2        25.0
o21ai_0        1        5.00
xnor2_1        2        17.5
## repair_timing
item                                    4_1_cts  5_1_grt
pin swaps                                     0        0
endpoints found under the setup margin        3        1
buffers inserted                              1        2
resized                                       2        0
## final timing paths
kind / to / slack, ns / cells past startpoint
max: Count[2] / 0.05 / 1
min: Count[2] / 0.25 / 2
max reg2reg: Count[3] / 0.11 / 4
min reg2reg: Count[0] / 0.48 / 1
max in group asynchronous: Count[0] / 1.08 / 2
min in group clk0: Count[0] / 0.48 / 1
## cells by family after synthesis
group / after synthesis
and+or+nand+nor: 3
buffers and inverters: 5
adders and majority gates: 2
xor gates and xnor gates: 2
DFF: 4
AOI/OAI and AO/OA: 5
muxes: 1
Power and IR drop assume default switching activity.
